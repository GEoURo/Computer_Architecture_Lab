## ./design.v

```verilog
module RegisterFile(
    input wire clk,
    input wire rst,
    input wire [2:0] WE3,
    input wire [4:0] A1,
    input wire [4:0] A2,
    input wire [4:0] A3,
    input wire [31:0] WD3,
    output wire [31:0] RD1,
    output wire [31:0] RD2
    );
    reg [31:0] RegFile[31:1];
    integer i;
    always@(negedge clk or posedge rst)
    begin 
        if(rst)
            begin
                for(i=1;i<32;i=i+1)
                    RegFile[i][31:0]<=32'b0;
            end
        else if(A3!=5'b0)
            begin
                if(WE3 != 0)
                    begin
                        RegFile[A3]<=WD3;
                    end
            end        
    end
    assign RD1= (A1==5'b0)?32'b0:RegFile[A1];
    assign RD2= (A2==5'b0)?32'b0:RegFile[A2];
endmodule
```

## ./config.mk

```make
export PLATFORM = sky130hd
export DESIGN_NAME = RegisterFile
export DESIGN_NICKNAME = RegisterFile
export VERILOG_FILES = /design/flow/design.v
export SDC_FILE = /design/flow/constraint.sdc
export NUM_CORES = 4
export LEC_CHECK = 1
export CORE_UTILIZATION = 40
```

## ./constraint.sdc

```tcl
current_design RegisterFile

set clk_period 6.6
set clk_io_pct 0.2

create_clock -name clk0 -period $clk_period [get_ports {clk}]

set non_clock_inputs [all_inputs -no_clocks]
set_input_delay [expr $clk_period * $clk_io_pct] -clock clk0 $non_clock_inputs
set_output_delay [expr $clk_period * $clk_io_pct] -clock clk0 [all_outputs]
```

## ./run.sh

```bash
#!/bin/bash
# OpenROAD 26Q1-2900-gdf79404cd8, Yosys 0.63+post, stock flow scripts
make -C /OpenROAD-flow-scripts/flow DESIGN_CONFIG=/design/flow/config.mk WORK_HOME=/design/flow/orfs finish
```

==> flow_summary.json <==
{
  "num_rows": 132,
  "mux_area_frac": 0.236,
  "ys.warnings.count": 2,
  "numCtsBuffers": 114,
  "setup_viol": 63,
  "ys.flops": 992,
  "cts_sinks": 992,
  "grtUsageTotal": 0.501,
  "drive_above_1_share": 0.456,
  "wl_per_cell_um": 46.0,
  "grt_max_degree": 85,
  "dp_cells": 6632,
  "drc": 0,
  "max_slew_margin": 0.0627,
  "largest_reg_flops": 992,
  "finish.utilization": 0.514,
  "hold_viol_final": 0,
  "port_buffers": 115,
  "cts_root_buffer": "clkbuf_16",
  "area_leaders": "dfrtn_1 47%, mux2_2 22%, a22oi_1 4.5%",
  "ctsHoldBuffers": 0,
  "grt_overflow": 0,
  "rsz0062_at_grt": "yes",
  "power_density_nw_per_um2": 302,
  "mi_logic_area_um2": 28200,
  "synth_chip_area_um2": 52800,
  "synth_top_area_share": 0.470,
  "crit_required_ns": 5.28,
  "cts_max_path_buffers": 3,
  "regMostFlops": "RegFile",
  "fp.dieArea_um2": 134000,
  "fillers": 11300,
  "die_w_um": 365,
  "pin_count": 116,
  "hold_class": "flop to flop",
  "place_area_um2": 60600,
  "fp_util": 0.405,
  "synth_area_leader_cell": "dfrtn_1",
  "via_per_inst": 7.17,
  "clock_latency_ns": 0.69,
  "ys_sh_simple": 0.133,
  "synthArstFlopShare": 1.00,
  "grt_pass1_wl_um": 429000,
  "final_max_slew_viol_count": 0,
  "cts_tree": "built",
  "syn_area_um2": 52800,
  "gp_congestion": 1.08,
  "final.setup.worst_slack_ns": -0.630,
  "status": "complete, but fails checks",
  "fin_setup_tns_ns": -14.55,
  "syn2layout_area_growth_pct": 26.7,
  "firstDrtPassIters": 6,
  "clkTransAtPathRegs_ns": 0.05,
  "drtIter0Drc": 5639,
  "core_area_um2": 130000,
  "top_regs": "RegFile (992)",
  "fin_cells": 6974,
  "wirelength_um": 321000,
  "warnings": 28,
  "seq_area_um2": 24800,
  "htree_levels": 3,
  "synth-main-ff-cell": "dfrtn_1",
  "ir_worst_vdd_mv": 0.248,
  "syn_avg_cell_area_um2": 11.4,
  "syn_inst": 4654,
  "hold_ws_ns": 0.474,
  "yosys.stat.seqShare": 0.470,
  "ys_sh_xor": 0,
  "ant_nets": 0,
  "grt_pass1_vias": 48500,
  "grt_antenna_before_repair": 36,
  "critPathKind": "flop to output port",
  "tightest_slew_ns": 1.40,
  "hpwl_um": 212000,
  "violations": "setup timing",
  "cp_data_arrival_time_ns": 5.91,
  "logic_family": "multiplexers",
  "cp-end-kind": "output port",
  "cp-start-kind": "flop",
  "adder_share": 0,
  "die_h_um": 365,
  "crit_path_max_fanout": 3,
  "num_vias": 50000,
  "ys_types": 85,
  "stdcell_area_um2": 67000,
  "maxCapViolCount": 0,
  "finClkSkew_ns": 0,
  "leakagePower_uw": 0.0282,
  "edf_count": 0,
  "ys_cells": 4654,
  "synth.cellmix.compoundShare": 0.118
}
## worst max-delay path, cell delays in order (launching register included)
cell,delay (ns)
dfrtn_1,0.35
mux4_2,0.50
and2_4,0.17
a221o_1,0.29
a2111oi_4,0.25
a31oi_4,0.18
buf_2,0.17
## repair_timing
item,4_1_cts,5_1_grt
setup buffers,73,21
gates resized,464,100
pin swaps,215,114
endpoints found under the setup margin,64,64
## logic make-up after synthesis
group,after synthesis
AND-OR/OR-AND,814
multiplexers,1113
flip-flops,992
AND/OR/NAND/NOR,1233
buffers and inverters,502
## synth_stat cells, types with 54 or more instances
library cell	number
buf_2	218
mux2_2	1028
a22oi_1	319
nor2_1	86
a22o_1	105
nand3_1	435
nand4_1	158
clkbuf_1	222
dfrtn_1	992
a31oi_1	56
a2111oi_0	54
a21oi_1	79
mux2i_1	79
nand2_1	81
and3_1	180
## final cells by class
cell class,count,area share
Multi-Input combinational cell,3160,0.421
Sequential cell,992,0.371
Timing Repair Buffer,810,0.114
Clock buffer,144,0.0476
Clock inverter,67,0.0118
Tap cell,1742,0.0325
Antenna cell,48,0.00179
Inverter,11,0.000673
## layer usage
metal / track usage / routed length, um / vias up
met2: 0.639 / 126000 / 4354
met5: 0.0203 / 530 / -
met1: 0.627 / 114000 / 25400
met3: 0.324 / 53900 / 1336
met4: 0.314 / 25800 / 32
li1: - / - / 18900
## final timing paths
check / startpoint / endpoint / slack (ns) / depth (start not counted)
setup reg to reg: RegFile[22][28] / RegFile[22][28] / 5.56 / 3
setup / recovery: RegFile[26][30] / RD1[30] / -0.63 / 6
max in group asynchronous: rst / RegFile[12][0] / 1.40 / 5
hold / removal: RegFile[24][24] / RegFile[24][24] / 0.47 / 1
hold reg to reg: RegFile[24][24] / RegFile[24][24] / 0.47 / 1
min in group asynchronous: rst / RegFile[6][28] / 4.08 / 2
## layout by cell type (no fill, tap or decap), types with 33 or more instances in the layout
master / synthesis / final
nand4_1: 158 / 158
and4_1: 37 / 36
a21oi_1: 79 / 72
buf_4: 18 / 562
and3_1: 180 / 146
nand3_1: 435 / 426
nor2_4: 0 / 40
diode_2: 0 / 48
dfrtn_1: 992 / 992
nor2_1: 86 / 33
a22oi_1: 319 / 311
nor3_1: 49 / 33
clkbuf_16: 0 / 115
buf_12: 0 / 125
mux2_2: 1028 / 1018
clkdlybuf4s50_1: 0 / 41
nand2_1: 81 / 78
buf_2: 218 / 65
a22o_1: 105 / 105
mux2i_1: 79 / 68
clkinv_2: 0 / 33
## power breakdown
part           switching (uW)  internal, uW
sequential               1420          7700
combinational            2030          2220
clock                    2910          3940
total                    6350         13900
## stage by stage
stage               worst slack, ns  power [uW]
finish                       -0.630       20200
global route                 -0.702       20800
CTS                          -0.674       20000
detailed placement           -0.468       12900
global placement             -0.442       12800
floorplan                    -11.31       10800
Power figures rest on the tool's default switching activity, not on a simulated workload.
